`flow/design.v`:
```
module generic_dpram(
	rclk, rrst, rce, oe, raddr, do,
	wclk, wrst, wce, we, waddr, di
);
	parameter aw = 5;   
	parameter dw = 16;  
	input           rclk;   
	input           rrst;   
	input           rce;    
	input           oe;	    
	input  [aw-1:0] raddr;  
	output [dw-1:0] do;     
	input          wclk;   
	input          wrst;   
	input          wce;    
	input          we;     
	input [aw-1:0] waddr;  
	input [dw-1:0] di;     
	reg	[dw-1:0]	mem [(1<<aw)-1:0];  
	reg	[dw-1:0]	do_reg;             
	assign do = (oe & rce) ? do_reg : {dw{1'bz}};
	always @(posedge rclk)
		if (rce)
          		do_reg <= #1 (we && (waddr==raddr)) ? {dw{1'b x}} : mem[raddr];
	always @(posedge wclk)
		if (wce && we)
			mem[waddr] <= #1 di;
	task print_ram;
	input [aw-1:0] start;
	input [aw-1:0] finish;
	integer rnum;
  	begin
    		for (rnum=start;rnum<=finish;rnum=rnum+1)
      			$display("Addr %h = %h",rnum,mem[rnum]);
  	end
	endtask
endmodule
```
`flow/run.sh`:
```
#!/bin/bash
# OpenROAD 26Q1-2900-gdf79404cd8, Yosys 0.63+post, stock flow scripts
make -C /OpenROAD-flow-scripts/flow DESIGN_CONFIG=/design/flow/config.mk WORK_HOME=/design/flow/orfs finish
```
`flow/config.mk`:
```
export PLATFORM = sky130hd
export DESIGN_NAME = generic_dpram
export DESIGN_NICKNAME = generic_dpram
export VERILOG_FILES = /design/flow/design.v
export SDC_FILE = /design/flow/constraint.sdc
export NUM_CORES = 4
export LEC_CHECK = 1
export CORE_UTILIZATION = 40
```
`flow/constraint.sdc`:
```
current_design generic_dpram

set clk_period 4.3
set clk_io_pct 0.2

create_clock -name clk0 -period $clk_period [get_ports {rclk}]
create_clock -name clk1 -period $clk_period [get_ports {wclk}]

set non_clock_inputs [all_inputs -no_clocks]
set_input_delay [expr $clk_period * $clk_io_pct] -clock clk0 $non_clock_inputs
set_output_delay [expr $clk_period * $clk_io_pct] -clock clk0 [all_outputs]
```
==> insert_results.sql <==
-- flow metrics import
INSERT INTO impl_metrics (metric_group, metric, value, unit) VALUES
('yosys', 'syn-cell-area', '0.0207', 'mm^2'),
('cells_and_area', 'seqCellArea', '0.0159', 'mm^2'),
('drt', 'drc_violation_count_after_routing', '0', ''),
('sta', 'fin_setup_tns', '0', 'ns'),
('worst_setup_path', 'critical_path_sink_type', 'register', ''),
('yosys', 'synthArstFlopShare', '0', ''),
('flow_run', 'number_of_logged_tool_warnings', '29', ''),
('die', 'floorplan.die.width', '229', 'um'),
('yosys', 'top_area_frac', '0.766', ''),
('power', 'p_comb_frac', '0.053', ''),
('drt', 'viasPerCell', '5.31', ''),
('yosys', 'edf_count', '528', ''),
('clocking', 'clock_sinks', '528', ''),
('die', 'core_area', '0.0512', 'mm^2'),
('yosys', 'post-synth-top-count-cell', 'sky130_fd_sc_hd__edfxtp_1', ''),
('sta', 'slew_violations', '0', ''),
('place', 'place.gp.congestion', '0.824', ''),
('drt', 'detail_route.first_pass.iterations', '5', ''),
('power', 'p_sw_frac', '0.203', ''),
('sta', 'finalSetupViolations', '0', ''),
('yosys', 'postSynthRegisterBits', '528', ''),
('worst_setup_path', 'worstRegToRegCells', '5', ''),
('clocking', 'tritoncts', 'built', ''),
('cells_and_area', 'nFillCells', '4211', ''),
('status', 'outcome', 'complete, no violations', ''),
('yosys', 'yosys_cells', '1145', ''),
('yosys', 'post_synth.cell_area_avg', '18.1', 'um^2'),
('cells_and_area', 'number_of_flip_flops_in_the_largest_register', '512', ''),
('cells_and_area', 'post_route_cells_drive_above_1_share', '0.114', ''),
('worst_hold_path', 'class_of_the_most_critical_hold_timing_path', 'reg -> reg', ''),
('worst_setup_path', 'path_max_fanout', '41', ''),
('drt', 'drt_wl_total', '45600', 'um'),
('cells_and_area', 'multiInputGateArea', '0.00433', 'mm^2'),
('drt', 'antenna_cells', '0', ''),
('die', 'fp.dieArea', '0.0527', 'mm^2'),
('yosys', 'largest_area_contributor_in_the_synthesized_netlist', 'sky130_fd_sc_hd__edfxtp_1', ''),
('worst_setup_path', 'critPathRequiredTime', '4.22', 'ns'),
('sta', 'hold-worst-slack', '1.00', 'ns'),
('die', 'num_io_pins', '50', ''),
('global_routing', 'grt_pass1_wl', '68000', 'um'),
('cells_and_area', 'synthToLayoutAreaGrowth', '14.5', '%'),
('worst_hold_path', 'whs_path_depth', '4', ''),
('clocking', 'cts.clk_slew.worst_paths', '0.06', 'ns'),
('sta', 'tightest_slew', '0.631', 'ns'),
('yosys', 'synth-xor-area-share', '0', ''),
('global_routing', 'grt-ovfl-total', '0', ''),
('power', 'power.share.sequential', '0.539', ''),
('global_routing', 'grt_pass1_vias', '10800', ''),
('sta', 'grt_setup_unrepaired', 'false', ''),
('power', 'p_leak', '8.17', 'nW'),
('power', 'power_frac_clock', '0.408', ''),
('yosys', 'yosys.stat.chipArea', '0.0207', 'mm^2'),
('yosys', 'simple_gate_area_frac', '0.0348', ''),
('yosys', 'synth.cellmix.adderShare', '0', ''),
('clocking', 'cts_hold_buffers', '0', ''),
('drt', 'first_iteration_detailed_routing_drc_count', '494', ''),
('yosys', 'netlist-cell-type-count', '26', ''),
('global_routing', 'grt_use_total', '0.192', ''),
('yosys', 'synthesis.instances', '1145', ''),
('power', 'power_per_unit_of_standard_cell_area', '448', 'mW/mm^2'),
('yosys', 'synth.yosys.seq_area_share', '0.766', ''),
('power', 'max-vdd-ir-drop', '0.000366', 'V'),
('yosys', 'synthAoiAreaFrac', '0.0493', ''),
('die', 'fp.dieH', '229', 'um'),
('worst_setup_path', 'crit_type', 'in -> reg', ''),
('die', 'placementRows', '83', ''),
('yosys', 'yosys_warnings', '2', ''),
('worst_setup_path', 'arrival', '3.28', 'ns'),
('global_routing', 'grt_start_max_net_pins', '65', ''),
('place', 'io_buffers', '45', ''),
('clocking', 'cts_resized', '0', '');
worst max-delay path: stages:
cell and delay (ns):
sky130_fd_sc_hd__clkdlybuf4s50_1 0.61, sky130_fd_sc_hd__and2_2 0.59, sky130_fd_sc_hd__buf_12 0.33, sky130_fd_sc_hd__a21oi_1 0.10, sky130_fd_sc_hd__a31oi_1 0.51, sky130_fd_sc_hd__nand3_1 0.26
power by group through the flow:
stage                 registers, mW  logic, mW  clock network [mW]
final                          5.73      0.561                4.33
after CTS                      5.73      0.571                4.41
after global routing           5.73      0.613                4.63
through the flow:
stage          cells  setup WS (ns)  power (mW)  cell area, um^2   util
2_1_floorplan   1145           1.80        6.14            20700      -
3_3_place_gp    1870          0.745        6.40            22100  0.431
5_1_grt         1966          0.770        11.0            23700  0.463
3_5_place_dp    1870          0.727        6.41            22100  0.431
6_report        1966          0.945        10.6            23700  0.463
4_1_cts         1966          0.974        10.7            23700  0.463
cells in the final DEF (no fill, tap or decap):
master	n
sky130_fd_sc_hd__nor2_1	31
sky130_fd_sc_hd__nand3_1	33
sky130_fd_sc_hd__nand2b_1	2
sky130_fd_sc_hd__a22oi_1	64
sky130_fd_sc_hd__mux2i_1	256
sky130_fd_sc_hd__nor2_2	3
sky130_fd_sc_hd__buf_4	61
sky130_fd_sc_hd__clkbuf_16	56
sky130_fd_sc_hd__clkinv_1	17
sky130_fd_sc_hd__bufinv_16	3
sky130_fd_sc_hd__clkinv_2	10
sky130_fd_sc_hd__or2_1	1
sky130_fd_sc_hd__clkdlybuf4s50_1	44
sky130_fd_sc_hd__nand4b_1	1
sky130_fd_sc_hd__buf_12	6
sky130_fd_sc_hd__nor2b_4	2
sky130_fd_sc_hd__or3_1	2
sky130_fd_sc_hd__buf_8	1
sky130_fd_sc_hd__and2_2	1
sky130_fd_sc_hd__a31oi_1	16
sky130_fd_sc_hd__nand4_1	17
sky130_fd_sc_hd__or3b_2	2
sky130_fd_sc_hd__nor2_4	1
sky130_fd_sc_hd__a22o_1	32
sky130_fd_sc_hd__a21oi_1	32
sky130_fd_sc_hd__nand2_1	35
sky130_fd_sc_hd__nor3_1	16
sky130_fd_sc_hd__edfxtp_1	528
sky130_fd_sc_hd__nand3b_1	3
sky130_fd_sc_hd__clkbuf_1	10
layer usage:
layer  share of wire  wire, um  vias to the layer above  track usage
li1                -         -                     4791            -
met3            0.13      5930                       61        0.110
met1            0.38     17400                     5146        0.267
met4           0.019       857                        0       0.0313
met2            0.47     21400                      436        0.285
met5               0         0                        -      0.00276
kinds of logic (layout without fill, tap and decap cells):
kind of cell	count (synthesis)	in the layout
compound gates	144	144
buf+inv	67	208
flops	528	528
mux	256	256
simple gates	150	150
worst paths after layout:
kind	startpoint	end	slack [ns]
worst max-delay path	raddr[2]	do_reg[6]	0.94
worst min-delay path	mem[10][15]	do_reg[15]	1.00
worst max register to register	mem[3][6]	do_reg[6]	2.19
worst min register to register	mem[10][15]	do_reg[15]	1.00
max in group clk1	waddr[4]	mem[18][10]	1.99
min in group clk1	di[10]	mem[20][10]	1.15
layout make-up:
cell class | count | area share
Clock buffer | 66 | 0.0607
Clock inverter | 30 | 0.00860
Multi-Input combinational cell | 550 | 0.183
Sequential cell | 528 | 0.669
Tap cell | 680 | 0.0359
Timing Repair Buffer | 112 | 0.0436
No activity file was given, so power comes from the tool's default toggle rates.
